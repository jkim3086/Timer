### design.v
module hex27seg(num, display);
	input [3:0] num;
	output [6:0] display;
	assign display =
		num == 0 ? ~7'b0111111 :
		num == 1 ? ~7'b0000110 : 
		num == 2 ? ~7'b1011011 : 
		num == 3 ? ~7'b1001111 : 
		num == 4 ? ~7'b1100110 : 
		num == 5 ? ~7'b1101101 : 
		num == 6 ? ~7'b1111101 : 
		num == 7 ? ~7'b0000111 : 
		num == 8 ? ~7'b1111111 : 
		num == 9 ? ~7'b1100111 :
		num == 10 ? ~7'b1110111 :
		num == 11 ? ~7'b1111100 :
		num == 12 ? ~7'b0111001 :
		num == 13 ? ~7'b1011110 :
		num == 14 ? ~7'b1111001 :
						~7'b1110001;
endmodule
### run.sh
#!/bin/bash
# OpenROAD 26Q1-2900-gdf79404cd8, Yosys 0.63+post, stock flow scripts
make -C /OpenROAD-flow-scripts/flow DESIGN_CONFIG=/design/flow/config.mk WORK_HOME=/design/flow/orfs finish
### config.mk
export PLATFORM = sky130hd
export DESIGN_NAME = hex27seg
export DESIGN_NICKNAME = hex27seg
export VERILOG_FILES = /design/flow/design.v
export SDC_FILE = /design/flow/constraint.sdc
export NUM_CORES = 4
export LEC_CHECK = 1
export CORE_AREA = 10 10 70 70
export DIE_AREA = 0 0 80 80
### constraint.sdc
current_design hex27seg

set clk_period 1.1
set clk_io_pct 0.2

create_clock -name clk0 -period $clk_period

set non_clock_inputs [all_inputs -no_clocks]
set_input_delay [expr $clk_period * $clk_io_pct] -clock clk0 $non_clock_inputs
set_output_delay [expr $clk_period * $clk_io_pct] -clock clk0 [all_outputs]
==> flow_metrics.env <==
# yosys + openroad results
export IMPL_drtAntennaViolNets=0
export IMPL_die_w_um=80
export IMPL_regArea_um2=0
export IMPL_cp_start_kind="primary input"
export IMPL_tightest_slew_ns=0.1441
export IMPL_fp_dieH_um=80
export IMPL_crit_required_ns=0.88
export IMPL_wl_per_cell_um=9.117
export IMPL_fin_crit_sh_pct=114.8
export IMPL_track_usage_pct=2.955
export IMPL_logic_area_um2=244.0
export IMPL_routed_via_count=328
export IMPL_fin_area_um2=530.5
export IMPL_cp_arrival_ns=1.04
export IMPL_clkbuf_count=0
export IMPL_rows=21
export IMPL_holdCritPathClass="in -> out"
export IMPL_hold_end="display[5]"
export IMPL_slew_violations=0
export IMPL_drc=0
export IMPL_globalplace_congestion=0.8191
export IMPL_outcome="finished, violations left"
export IMPL_yosys_cells=34
export IMPL_fin_crit_ns=1.263
export IMPL_num_antenna_cells=0
export IMPL_final_layout_top_logic_cells="buf_4, buf_2, nand2_1"
export IMPL_max_freq_mhz=791.6
export IMPL_core_area_um2=3416
export IMPL_grt_pass1_wl_um=1628
export IMPL_drive_gt1_share_pct=77.19
export IMPL_first_global_vias=363
export IMPL_yosys_cell_types_count=20
export IMPL_hold_viol_final=0
export IMPL_p_int_mw=0.1148
export IMPL_power_frac_seq_pct=0
export IMPL_antenna_found_initial=0
export IMPL_chip_area_um2=6400
export IMPL_critPathMaxFanout=7
export IMPL_grt_busiest_layer="met2"
export IMPL_vdd_ir_drop_max_uv=76.29
export IMPL_endpoint_kind="primary output"
export IMPL_criticalPathCategory="in -> out"
export IMPL_ys_area_um2=219.0
export IMPL_lay_top_count="buf_4"
export IMPL_warnings=34
export IMPL_area_growth_pct=142.3
export IMPL_power_density_nw_per_um2=358.0
export IMPL_rsz0062_at_grt="yes"
export IMPL_dp_slack_ns=-1.001
export IMPL_p_sw_share_pct=39.56
export IMPL_slew_headroom_pct=90.35
export IMPL_viasPerCell=3.184
export IMPL_fin_ws_ns=-0.1633
export IMPL_p_sw_mw=0.07512
export IMPL_power_leakage_nw=0.2483
export IMPL_use_met3_pct=0.3409
export IMPL_syn_inst=34
export IMPL_failed_checks="negative setup slack"
export IMPL_ys_seq_share_pct=0
export IMPL_nFillCells=389
export IMPL_met1_usage_pct=4.285
export IMPL_synth_warnings=0
export IMPL_first_pass_iters=4
export IMPL_gr_usage_met2_pct=4.815
export IMPL_drt_iter0_markers=10
export IMPL_drv_cap=0
export IMPL_wirelength_um=939
export IMPL_clkPwrFrac_pct=0
export IMPL_place_area_um2=439.2
export IMPL_fp_util_pct=6.410
export IMPL_overflow=0
export IMPL_synthesis_area_um2=219.0
export IMPL_setup_viol=5
export IMPL_whs_path_depth=4
export IMPL_num_io_pins=11
export IMPL_portBuffers=11
export IMPL_design_seq_count=0
export IMPL_grt_max_degree=9
export IMPL_hp_start="num[3]"
export IMPL_synth_avg_cell_area_um2=6.440
export IMPL_combPwrFrac_pct=100.0
## layout make-up
| type | count | share of cell area, % |
|---|---|---|
| inverters | 1 | 0.7075 |
| repair buffers | 27 | 42.45 |
| multi-input cells | 29 | 45.99 |
| well taps | 46 | 10.85 |
## repair_timing
item	4_1_cts	5_1_grt
endpoints found under the hold margin	0	0
setup endpoints to repair	7	7
gates resized	50	18
pin swaps	8	6
buffers inserted	6	0
hold buffers	0	0
## worst max path at each step
stage      start         end  depth (start not counted)
6_report  num[2]  display[1]                          5
5_1_grt   num[2]  display[1]                          5
4_1_cts   num[2]  display[1]                          6
## cells in the mapped netlist
library cell,number,share of area (%)
o21ai_0,1,2.3
buf_6,1,5.1
nand2b_1,1,2.9
inv_1,1,1.7
nor2_1,4,6.9
clkbuf_1,1,1.7
nor2b_1,3,8.6
nand2b_4,2,13
nand3_1,3,6.9
and3b_2,1,4.6
a221o_1,1,4.6
a21oi_1,1,2.3
a31oi_1,1,2.9
nand2_1,5,8.6
buf_4,2,6.9
o211ai_1,1,3.4
or3_1,1,2.9
o22ai_1,2,5.7
o211ai_2,1,5.7
o31a_1,1,4.0
## power groups by stage
| stage | clock network [mW] | logic (mW) | registers (mW) |
|---|---|---|---|
| after CTS | 0 | 0.169 | 0 |
| after global routing | 0 | 0.209 | 0 |
| final | 0 | 0.190 | 0 |
## critical path: stages
cell and delay (ns):
buf_12 0.11, buf_6 0.11, and3b_2 0.22, a221o_1 0.27, buf_2 0.12
## metal layers
layer  routed length (um)  part of all wire (%)  up-vias
li1                     -                     -      168
met1                  479                    51      154
met2                  416                    44        6
met3                   42                   4.5        0
met4                    0                     0        0
met5                    0                     0        -
## metrics by stage
step	util [%]	hold WS (ns)	total power, mW	TNS, ns	std cells
2_1_floorplan	-	0.5826	0.06910	0	34
3_3_place_gp	12.86	1.524	0.1604	-6.193	98
3_5_place_dp	12.86	1.539	0.1616	-6.358	98
4_1_cts	14.07	0.8572	0.1688	-1.334	104
5_1_grt	15.53	0.8085	0.2087	-0.7749	103
6_report	15.53	0.7822	0.1899	-0.5376	103
## cells by family after synthesis
kind of cell	synth area share, %
and+or+nand+nor	53.72
AOI/OAI and AO/OA	30.85
buffers and inverters	15.42
Power figures rest on the tool's default switching activity, not on a simulated workload.
