==> flow/design.v <==
module CountDown(clk, reset, set_sec, set_min, run, unit_in, tens_in, unit_sec, tens_sec, unit_min, tens_min, timesup);
	input reset; 
	input clk; 
    input set_sec;
    input set_min;
	input run; 
    input [3:0] unit_in;
    input [3:0] tens_in;
	output reg [3:0] unit_sec;
	output reg [3:0] tens_sec;
	output reg [3:0] unit_min;
	output reg [3:0] tens_min;
    output reg timesup;
    reg [31:0] one_sec_cnt;
	 always @(posedge reset or posedge clk) begin
        if (reset) begin
            unit_sec <= 0;
            tens_sec <= 0;
            unit_min <= 0;
            tens_min <= 0;
            one_sec_cnt <= 50000000;
            timesup <= 0;
        end else if (set_sec) begin
            unit_sec <= unit_in;
            tens_sec <= tens_in;
        end else if (set_min) begin
            unit_min <= unit_in;
            tens_min <= tens_in;
        end else if (run) begin
            if ({tens_min, unit_min, tens_sec, unit_sec} == 0) begin
                timesup <= 1;
            end else begin
                one_sec_cnt <= one_sec_cnt - 1;
                if (one_sec_cnt == 0) begin
                    one_sec_cnt <= 50000000;
                    if (unit_sec == 0) begin
                        unit_sec <= 9;
                        if (tens_sec == 0) begin
                            tens_sec <= 5;
                            if (unit_min == 0) begin
                                unit_min <= 9;
                                tens_min <= tens_min - 1;
                            end else begin
                                unit_min <= unit_min - 1;
                            end
                        end else begin
                            tens_sec <= tens_sec - 1;
                        end
                    end else begin
                        unit_sec <= unit_sec - 1;
                    end
                    if ({tens_min, unit_min, tens_sec, unit_sec} == 0) begin
                        timesup <= 1;
                    end
                end
            end
        end
    end
endmodule	
module FlipFlop(clk, reset, dIn, dOut);
	input clk;
	input reset;
	input dIn;
	output reg dOut;
	always @(posedge reset or posedge clk) begin
		dOut <= dIn;
		if (reset)
			dOut <= 0;
	end
endmodule
module TossleFlipFlop(en, reset, clk, out);
	input en;
	input reset;
	input clk;
	output reg out;
	always @(posedge reset or posedge clk) begin
		if (reset) begin
			out <= 0;
		end else begin
			if (en) begin
				out <= ~out;
			end
		end 
	end
endmodule
module TimerController(CLOCK_50, SW, KEY, LEDR, HEX0, HEX1, HEX2, HEX3);
	input CLOCK_50;
	input[9:0] SW;
	input[3:0] KEY;
 	output[9:0] LEDR; 
	output[6:0] HEX0;
	output[6:0] HEX1;
	output[6:0] HEX2;
	output[6:0] HEX3;	
	wire reset;
	assign reset = ~KEY[0];
	wire set;
	TossleFlipFlop tran1(1, reset, ~KEY[1], set);
	wire run_stop;
	TossleFlipFlop tran2(run_stop_en, reset, ~KEY[2], run_stop);
	wire timesup;
	wire [3:0] unit_sec;
	wire [3:0] tens_sec;
	wire [3:0] unit_min;
	wire [3:0] tens_min;
	reg set_sec;
	reg set_min;
	reg lightON;
	reg runTime;
	reg stopTime;
	reg set_en;
	reg run_stop_en;
	reg [31:0] cnt;
	reg[2:0] state;
	always @(posedge CLOCK_50) begin
		if (reset == 1'b1) begin
			state <= 3'b000;							
			set_sec <= 1'b0;
			set_min <= 1'b0;
			runTime <= 1'b0;
			stopTime <= 1'b0;
			lightON <= 1'b0;
			run_stop_en <= 0;
		end
		else begin		
			case(state)
				3'b000: begin
					if(set == 1'b1) begin
						set_sec <= 1'b1;
						state <= 3'b001;
					end
				end
				3'b001: begin
							if(set == 1'b0) begin
								set_sec <= 1'b0;
								set_min <= 1'b1;
								state <= 3'b010;
							end
				end
				3'b010: begin
							if(set == 1'b1) begin
								set_min <= 1'b0;
								run_stop_en <= 1;
								state <= 3'b100;
							end
			    end
				3'b011: begin
					if(run_stop == 1'b0) begin
							runTime <= 1'b0;
							state <= 3'b100;
					end else begin
						runTime <= 1'b1;	
					end
					if(timesup == 1) begin
						cnt <= 25000000;
						lightON <= 1;
						state <= 3'b101;
					end
				end
				3'b100: begin
					if(run_stop == 1'b1) begin
							stopTime <= 1'b0;	
							state <= 3'b011;
					end else begin
						stopTime <= 1'b1;
					end
				end
				3'b101: begin
					cnt <= cnt - 1;
					if (cnt === 0) begin
						cnt <= 25000000;
						lightON <= ~lightON;
					end
				end		
			endcase
		end
	end
	wire run;
	assign run = runTime;
	CountDown timer(CLOCK_50, reset, set_sec, set_min, runTime, SW[3:0], SW[7:4], unit_sec, tens_sec, unit_min, tens_min, timesup);
	dec2_7seg display_sec1(unit_sec, HEX0);
	dec2_7seg display_sec2(tens_sec, HEX1);
	dec2_7seg display_sec3(unit_min, HEX2);
	dec2_7seg display_sec4(tens_min, HEX3);
	dec2_7seg display_sec5(timesup, HEX4);  
	assign LEDR = (lightON == 1'b1) ? 10'b1111111111 : 10'b0000000000; 
endmodule
module	dec2_7seg(
	input	[3:0]	num,	
	output	[6:0]	display
);
	assign	display	=	
	num	==	0	?	~7'b0111111	:
	num	==	1	?	~7'b0000110	:
	num	==	2	?	~7'b1011011	:
	num	==	3	?	~7'b1001111	:
	num	==	4	?	~7'b1100110	:
	num	==	5	?	~7'b1101101	:
	num	==	6	?	~7'b1111101	:
	num	==	7	?	~7'b0000111	:
	num	==	8	?	~7'b1111111	:
	num	==	9	?	~7'b1100111	:
	7'bxxxxxxx;			 
endmodule
==> flow/run.sh <==
#!/bin/bash
# OpenROAD 26Q1-2900-gdf79404cd8, Yosys 0.63+post, stock flow scripts
make -C /OpenROAD-flow-scripts/flow DESIGN_CONFIG=/design/flow/config.mk WORK_HOME=/design/flow/orfs finish
==> flow/config.mk <==
export PLATFORM = sky130hd
export DESIGN_NAME = TimerController
export DESIGN_NICKNAME = TimerController
export VERILOG_FILES = /design/flow/design.v
export SDC_FILE = /design/flow/constraint.sdc
export NUM_CORES = 4
export LEC_CHECK = 1
export CORE_UTILIZATION = 40
==> flow/constraint.sdc <==
current_design TimerController

set clk_period 10.1
set clk_io_pct 0.2

create_clock -name clk0 -period $clk_period [get_ports {CLOCK_50}]

set non_clock_inputs [all_inputs -no_clocks]
set_input_delay [expr $clk_period * $clk_io_pct] -clock clk0 $non_clock_inputs
set_output_delay [expr $clk_period * $clk_io_pct] -clock clk0 [all_outputs]
==> flow_summary.toml <==
# physical design summary
[final_timing]
layout_setup_ws_ns = 5.77
unclocked_regs = 2
skew_ns = 0.00907
finalClockPeriodUsage_pct = 42.9
untimed_endpoints = 2
hold_slack_ns = 0.474
timing_hold_violations_final = 0
relSlewSlack_pct = 45.1
slew_viol_final = 0
setup_viol = 0
grt_setup_unrepaired = "false"
fin_setup_tns_ns = 0
period_minus_slack_ns = 4.33
tightestPinTransition_ns = 0.822
timing.fmax_mhz = 231

[clocking]
cts_max_path_buffers = 2
clk_pin_slew_worst_paths_ns = 0.07
cts_resized = 0
cts_root_buf = "clkbuf_16"
postCtsSetupRepairBufs = 0
cts_tree = "yes"
numCtsBuffers = 9
holdBufCountCts = 0
clk_latency_ns = 0.34
htreeDepth = 3

[power_and_ir_drop]
power_density_nw_per_um2 = 149
power.leakage_nw = 2.24
peakVddDrop_mv = 0.0849

[placed_design]
gp_congestion = 0.875
place_ws_ns = 6.14
placed_cell_area_sq_um = 6260
io_buffers = 49
hpwl_microns = 8700

[floorplanning]
die_height_microns = 122
ioPinCount = 53
std_cell_rows = 43
fp_util_pct = 41.2
coreArea_sq_um = 13900
dieArea_sq_um = 14800
fp.dieW_microns = 122

[finish]
post-route-util_pct = 47.2
area.growth.synth_to_final_pct = 14.5
stdcell_area_sq_um = 6570
fill_cells = 1272
layout_top_cells = "68 x nor2_1, 58 x nand2_1, 48 x clkdlybuf4s50_1, 42 x xnor2_1, 39 x nor4_1"
layout_top_cell = "nor2_1"
layout-drive-gt1-share_pct = 7.23

[global_route]
grt_overflow_total = 0
grt_pass1_wl_microns = 21700
grt_use_total_pct = 18.6
grt_start_max_net_pins = 48
grt_pass1_vias = 4602
antenna_found_initial = 0

[route]
wire_per_inst_microns = 15.0
avgViaCountPerCell = 5.60
drc = 0
firstDrtPassIters = 4
wirelength_microns = 12600
insertedDiodeCount = 0
ant_nets = 0
drt-initial-drc-count = 256
num_vias = 4730

[worst_hold_path]
hold_class = "flop to flop"
hold_depth = 2

[synthesis]
top_cells_by_area = "edfxtp_1 17%, dfrtp_1 16%, xnor2_1 6.4%"
synthCells = 642
yosys_cells = 642
edf_count = 32
synth_top_flop_cell = "dfrtp_1"
top_area_share_pct = 16.8
yosysTopAreaCell = "edfxtp_1"
synth_cell_type_count = 66
syn_area_sq_um = 5740
async_flop_share_pct = 54.3
synth_flops = 94
ys_seq_share_pct = 43.1
synth.avg_cell_area_sq_um = 8.94
ys_chip_area_sq_um = 5740
yosysWarnings = 7

[setup_path]
path_class = "flop to output port"
critical_path_required_ns = 8.08
cp-end-kind = "output port"
reg2regPathDepth = 7
cp-start-kind = "flop"
cp_data_arrival_time_ns = 2.31
cp_max_fo = 9

[flow_run]
warning_count = 32
cap_violations = 0

[outcome]
status = "finished clean"
power by group:
| part | internal [mW] | switching, mW |
|---|---|---|
| Clock | 0.209 | 0.142 |
| Combinational | 0.0938 | 0.0754 |
| Sequential | 0.412 | 0.0452 |
logic make-up after synthesis:
| kind of cell | synth area share [%] |
|---|---|
| buffers and inverters | 5.21 |
| AOI/OAI and AO/OA | 10.6 |
| muxes | 1.29 |
| xor gates and xnor gates | 8.09 |
| adders and majority gates | 1.53 |
| DFF | 43.1 |
| and+or+nand+nor | 30.2 |
metrics by stage:
| stage | power, mW | instances |
|---|---|---|
| after floorplan | 0.558 | 642 |
| after global placement | 0.630 | 828 |
| after detailed placement | 0.632 | 828 |
| after CTS | 0.986 | 844 |
| after global routing | 1.03 | 844 |
| final | 0.977 | 844 |
cell type report:
cell class	instances	area, sq um	area share (%)
inverters	19	71.3	1.09
flip-flops and latches	94	2470	37.6
repair buffers	54	523	7.96
clock inverters	4	56.3	0.857
clock buffers	12	258	3.92
multi-input cells	481	2970	45.1
well taps	180	225	3.43
final timing paths:
| check | from | to | slack (ns) |
|---|---|---|---|
| min reg2reg | state[1] | state[5] | 0.47 |
| min | state[1] | state[5] | 0.47 |
| min in group asynchronous | KEY[0] | timer.timesup | 1.59 |
| max in group asynchronous | KEY[0] | timer.one_sec_cnt[16] | 7.60 |
| max | timer.tens_min[0] | HEX3[6] | 5.77 |
| max reg2reg | cnt[0] | cnt[9] | 6.73 |
worst max-delay path, stage by stage (launching register included):
cell,delay [ns]
dfrtp_1,0.47
inv_1,0.12
ha_1,0.31
nor2_1,0.22
nand3_1,0.10
o22a_1,0.20
nor2_1,0.08
clkdlybuf4s50_1,0.47
per-layer routing:
layer | up-vias | track usage [%] | wire [microns]
li1 | 2370 | - | -
met1 | 2257 | 28.1 | 6020
met2 | 94 | 29.3 | 5840
met3 | 9 | 3.63 | 624
met4 | 0 | 2.70 | 134
met5 | - | 0 | 0
synth_stat cells, drive strengths merged, types with 16 or more instances:
| master | count |
|---|---|
| o21ai | 17 |
| buf | 16 |
| nand3 | 16 |
| inv | 18 |
| dfrtp | 37 |
| nor3 | 31 |
| nor2 | 68 |
| nand2 | 58 |
| xnor2 | 42 |
| nor4 | 41 |
| a21oi | 28 |
| or4 | 20 |
| edfxtp | 32 |
| clkbuf | 32 |
state kept, by name (all words and copies together), names as in the netlist:
name               cells
run_stop_en            1
timer.tens_sec         4
timer.unit_min         4
timer.tens_min         4
state                  6
set_min                1
tran1.out              1
set_sec                1
runTime                1
timer.timesup          1
timer.one_sec_cnt     32
tran2.out              1
cnt                   32
lightON                1
timer.unit_sec         4
Power figures rest on the tool's default switching activity, not on a simulated workload.
